===== /design/flow/run.sh =====
#!/bin/bash
# OpenROAD 26Q1-2900-gdf79404cd8, Yosys 0.63+post, stock flow scripts
make -C /OpenROAD-flow-scripts/flow DESIGN_CONFIG=/design/flow/config.mk WORK_HOME=/design/flow/orfs finish

===== /design/flow/constraint.sdc =====
current_design fifo

set clk_period 3.3
set clk_io_pct 0.2

create_clock -name clk0 -period $clk_period [get_ports {clk}]

set non_clock_inputs [all_inputs -no_clocks]
set_input_delay [expr $clk_period * $clk_io_pct] -clock clk0 $non_clock_inputs
set_output_delay [expr $clk_period * $clk_io_pct] -clock clk0 [all_outputs]

===== /design/flow/design.v =====
module fifo(
        input               clk     ,
        input  [31:0]       data_i  ,
        input               write_en,
        input               read_en ,
        output reg [31:0]   data_o  ,
        output              full    ,
        output              empty         
);
reg [31:0] memory [0:31];
reg [5:0] write_ptr;
reg [5:0] read_ptr;
integer i;
assign full  =((write_ptr[4:0]==read_ptr[4:0]) && (write_ptr[5]!=read_ptr[5]));
assign empty =((write_ptr[4:0]==read_ptr[4:0]) && (write_ptr[5]==read_ptr[5]));
initial begin
    for(i=0;i<32;i=i+1)begin
        memory[i]=32'b0;
    end
    write_ptr=5'b0;
    read_ptr =5'b0;
end
always@(posedge clk)begin
    if(write_en && !full)begin
        memory[write_ptr[4:0]]<=data_i;
        write_ptr=write_ptr+1;
    end
end
always@(posedge clk)begin
    if(read_en && !empty)begin
        data_o<=memory[read_ptr[4:0]];
        read_ptr<=read_ptr;
    end
end
endmodule

===== /design/flow/config.mk =====
export PLATFORM = sky130hd
export DESIGN_NAME = fifo
export DESIGN_NICKNAME = fifo
export VERILOG_FILES = /design/flow/design.v
export SDC_FILE = /design/flow/constraint.sdc
export NUM_CORES = 4
export LEC_CHECK = 1
export CORE_UTILIZATION = 30

==> run summary <==
The full implementation flow was run.

The run finished with clean final reports. Ranked by total cell area, the synthesized netlist is headed by edfxtp_1 94%, ha_1 1.1%, xnor2_1 0.78%, xor2_1 0.78%, nor4b_2 0.67%. The detail route stage leaves a number of antenna-violating nets equal to 0. Sequential cells were found to cover about 94% of the synthesized design area. After layout, the worst path uses between 70 and 80% of the clock period.

The number of placed instances, taps included, is 257. The post-CTS setup buffer count stands at 0. The synthesized netlist was found by Yosys to have between 80 and 90 cells. According to the timing report, the arrival time at the worst endpoint equals 1.93 ns. The chip footprint stands at between 7000 and 8000 sq um. The worst setup path is captured at an output pin. TritonCTS built the clock tree. Across all stage logs, warnings added up to 26. The logic area stands at 133 sq um.

The final critical-path required period stands at about 2.6 ns. The via count of the first global-routing pass was 1088. The worst supply voltage drop on vdd stands at 0.215 mV. The data required time reported for the critical path is 2.64 ns.

Looking at the clock tree report, the root buffer type is clkbuf_8. The critical path is of the flip-flop to output pin type. The relative slew slack stands at between 60% and 70%. For the pin with the worst max-slew slack, the measured transition is 0.517 ns. Traced cell by cell, the critical path runs through inv_1, ha_1, nor4b_2, and2b_1, clkdlybuf4s50_1. The total count of hold-check failures in the final report stands at 0. The report puts the hold buffer count at CTS at 0. The vertical die dimension stands at 88.3 um. The area occupied by registers stands at between 2000 and 2500 sq um. The run reported a max-capacitance violation count of 0. RePlAce ended its routability-driven mode at a weighted congestion of ~0.76. The final HPWL from detailed placement stands at 2360 um. For this sky-water flow run, the detailed-routed wirelength per cell is reported as 13.6 um. The detailed router's first-iteration violation count stands at 40. Per the layout report, the design carries 613 filler cells. Looking at area per cell type in the netlist, the leader is edfxtp_1. Counting every sink on the clock net gives 70. After synthesis, the mean cell area works out to about 25 sq um. The first-pass GRT wire length stands at ~5400 um. The number of pins with negative max-slew slack in the final report stands at 0. The reported leakage power stands at 1.13 nW.

The total of endpoints with negative setup slack in the final report stands at 0. The first-pass iteration count of the detailed router stands at 4. Before placement the cells fill 31.0% of the core.

Post-CTS repair ended up resizing 0 cells. The number of input and output port buffers inserted stands at 68. The number of cells on the worst reg-to-reg path is 6. The via count of the routed design stands at 1079. STA lists the maximum fanout along the critical path as 3. Dividing the detail-routed via count by the number of cells gives 3.95. Ranking logic cells in the layout by count gives the top entries 70 x edfxtp_1, 68 x clkdlybuf4s50_1, 9 x clkbuf_8. The antenna cell count stands at 0. Entering global routing, the biggest net connects 33 pins.

The initial antenna violation count stands at 0. The core area stands at 7210 sq um. The CTS report gives the tree buffer count as 9. The total wire length after detailed routing stands at 3720 um. The tightest min-delay check is of the flip-flop to flip-flop type. For this design, the slowest cell found on the critical path is clkdlybuf4s50_1.

The setup total negative slack stands at 0 ns. The die width stands at 88.3 um. The overall global routing resource usage stands at 9.83%. The critical path's largest stage delay stands at 0.49 ns. The clock tree skew after final layout stands at 0.00785 ns. The total congestion overflow stands at 0.

Broken down by cell family, the worst path's largest delay share belongs to buffers and inverters. The clock transition at the register clock pins on the worst setup and hold paths after CTS stands at ~0.080 ns. The warning tally printed by Yosys for this design is 1. The count of cells along the worst hold path stands at 0. In this run the number of H-tree levels came out at 3.

The critical path depth stands at 5. TritonRoute reported its final design rule violation total as 0. In this run the cell area of the synthesized design comes to ~2200 sq um.

The fmax stands at around 0.39 GHz. Synthesis instantiated 12 different standard cells from the library. The latest clock arrival within the worst-skew pair stands at roughly 0.33 ns. Setup repair after global routing left no endpoint under its margin. According to the Yosys statistics, the synthesized design has a chip area of 2230 sq um. The number of placement rows stands at 31. The number of top-level pins stands at about 70. Counting only logic cells after layout, the most numerous master is edfxtp_1. The post-route netlist has 11.5% of its cells at a drive strength greater than 1. Counting every instance in the synthesized netlist gives approximately 90. The growth of design area from synthesis to finish stands at 47.9%.

The total buffers and inverters traversed by the critical path stands at 2. The post-synth register bit count is approximately 70. The buffer depth of the longest clock path stands at 2. The worst setup path is launched from a flip-flop.

Dividing total power by cell area gives a power density of 587 nW/um^2. The non-filler instance count after layout stands at 273. The fraction of post-synthesis cell area in the top cell type by area stands at a little over nine tenths. The reg2reg setup slack stands at between 1 and 1.5 ns.
==> power by group <==
group	internal [mW]	leakage [nW]	switching [mW]
sequential	1.01	0.659	0.0136
clock	0.506	0.120	0.321
combinational	0.0658	0.347	0.0271
==> registers in the layout, summed over array words and instances, names as in the netlist <==
register,cells
data_o,32
memory,32
write_ptr,6
==> through the flow <==
stage	utilization, %	hold slack [ns]	setup WS [ns]	total power [mW]	area (sq um)
global route	45.8	0.425	0.579	2.01	3310
detailed placement	42.4	0.405	1.05	1.13	3060
CTS	45.8	0.414	0.667	1.97	3310
finish	45.8	0.415	0.707	1.94	3310
global placement	42.4	0.401	1.13	1.13	3060
floorplan	-	0.400	0.542	1.05	2230
==> area by class of cell <==
cell class | instances | share of cell area, %
inverters | 2 | 0.227
multi-input cells | 16 | 4.01
repair buffers | 70 | 21.0
well taps | 99 | 3.75
clock inverters | 7 | 3.63
flip-flops and latches | 70 | 63.6
clock buffers | 9 | 3.75
==> synthesized netlist by cell type, drive strengths merged <==
| cell | count |
|---|---|
| and2 | 2 |
| ha | 2 |
| xnor2 | 2 |
| nor2 | 1 |
| and2b | 1 |
| nand3 | 2 |
| inv | 2 |
| nor4b | 1 |
| xor2 | 2 |
| nand2 | 1 |
| edfxtp | 70 |
| nor2b | 2 |
==> cell families (layout without fill, tap and decap cells) <==
family | count (synthesis) | in the layout | synth area share (%)
simple gates | 10 | 10 | 2.91
xor+xnor | 4 | 4 | 1.57
fa+ha+maj | 2 | 2 | 1.12
flops | 70 | 70 | 94.1
buf+inv | 2 | 88 | 0.336
==> path summary, 6_finish.rpt <==
path | endpoint | start
max | empty | write_ptr[0]
min | data_o[0] | memory[0][0]
max reg2reg | memory[0][18] | write_ptr[0]
min reg2reg | data_o[0] | memory[0][0]
==> layer usage <==
layer / up-vias / track usage [%] / wire (um)
met5: - / 0 / 0
met4: 0 / 2.35 / 65
met3: 8 / 4.35 / 425
met2: 59 / 14.4 / 1600
met1: 507 / 14.4 / 1630
li1: 505 / - / -
No activity file was given, so power comes from the tool's default toggle rates.
